--- design/flow/config.mk ---
export PLATFORM = sky130hd
export DESIGN_NAME = push_to_axis_ver4
export DESIGN_NICKNAME = push_to_axis_ver4
export VERILOG_FILES = /design/flow/design.v
export SDC_FILE = /design/flow/constraint.sdc
export NUM_CORES = 4
export LEC_CHECK = 1
export CORE_UTILIZATION = 40
--- design/flow/constraint.sdc ---
current_design push_to_axis_ver4

set clk_period 7.1
set clk_io_pct 0.2

create_clock -name clk0 -period $clk_period [get_ports {clock}]

set non_clock_inputs [all_inputs -no_clocks]
set_input_delay [expr $clk_period * $clk_io_pct] -clock clk0 $non_clock_inputs
set_output_delay [expr $clk_period * $clk_io_pct] -clock clk0 [all_outputs]
--- design/flow/design.v ---
`default_nettype none
module axis_fifo_ver1 #(parameter integer DATA_WIDTH = 8, ADDR_WIDTH = 4) (
	input wire clock,
	input wire resetn,
	output wire [ADDR_WIDTH-1:0] size,
	input wire [DATA_WIDTH-1:0] idata,
	input wire ivalid,
	output wire iready,
	output wire [DATA_WIDTH-1:0] odata,
	output wire ovalid,
	input wire oready);
reg [ADDR_WIDTH-1:0] raddr;
reg [ADDR_WIDTH-1:0] waddr;
assign size = waddr - raddr;
assign iready = !(&size);
assign ovalid = (|size);
simple_dual_port_ram_reg0 #(.DATA_WIDTH(DATA_WIDTH), .ADDR_WIDTH(ADDR_WIDTH)) ram (
	.wclock(clock),
	.wenable(ivalid && iready),
	.waddr(waddr),
	.wdata(idata),
	.raddr(raddr),
	.rdata(odata));
always @(posedge clock or negedge resetn)
begin
	if (!resetn)
		waddr <= 1'b0;
	else if (ivalid && iready)
		waddr <= waddr + 1'b1;
end
always @(posedge clock)
begin
	if (!resetn)
		raddr <= 1'b0;
	else if (ovalid && oready)
		raddr <= raddr + 1'b1;
end
endmodule
module axis_fifo_ver2 #(parameter integer DATA_WIDTH = 8, ADDR_WIDTH = 4) (
	input wire clock,
	input wire resetn,
	output reg [ADDR_WIDTH-1:0] size,
	input wire [DATA_WIDTH-1:0] idata,
	input wire ivalid,
	output wire iready,
	output wire [DATA_WIDTH-1:0] odata,
	output wire ovalid,
	input wire oready);
assign iready = !(&size);
assign ovalid = (|size);
always @(posedge clock or negedge resetn)
begin
	if (!resetn)
		size <= 1'b0;
	else if ((ivalid && iready) && !(ovalid && oready))
		size <= size + 1'b1;
	else if (!(ivalid && iready) && (ovalid && oready))
		size <= size - 1'b1;
end
reg [ADDR_WIDTH-1:0] raddr;
wire [ADDR_WIDTH-1:0] waddr = raddr + size;
simple_dual_port_ram_reg0 #(.DATA_WIDTH(DATA_WIDTH), .ADDR_WIDTH(ADDR_WIDTH)) ram (
	.wclock(clock),
	.wenable(ivalid && iready),
	.waddr(waddr),
	.wdata(idata),
	.raddr(raddr),
	.rdata(odata));
always @(posedge clock)
begin
	if (ovalid && oready)
		raddr <= raddr + 1'b1;
end
endmodule
module axis_fifo_ver3 #(parameter integer DATA_WIDTH = 8, ADDR_WIDTH = 4) (
	input wire clock,
	input wire resetn,
	output wire [ADDR_WIDTH-1:0] size,
	input wire [DATA_WIDTH-1:0] idata,
	input wire ivalid,
	output wire iready,
	output wire [DATA_WIDTH-1:0] odata,
	output reg ovalid,
	input wire oready);
reg [ADDR_WIDTH-1:0] raddr;
reg [ADDR_WIDTH-1:0] waddr;
assign size = waddr - raddr;
assign iready = !(&size);
wire wenable = ivalid && iready;
wire renable = (|size) && (!ovalid || oready);
simple_dual_port_ram_reg1 #(.DATA_WIDTH(DATA_WIDTH), .ADDR_WIDTH(ADDR_WIDTH)) ram (
	.wclock(clock),
	.wenable(wenable),
	.waddr(waddr),
	.wdata(idata),
	.rclock(clock),
	.renable(renable),
	.raddr(raddr),
	.rdata(odata));
always @(posedge clock or negedge resetn)
begin
	if (!resetn)
		waddr <= 1'b0;
	else if (wenable)
		waddr <= waddr + 1'b1;
end
always @(posedge clock or negedge resetn)
begin
	if (!resetn)
		raddr <= 1'b0;
	else if (renable)
		raddr <= raddr + 1'b1;
end
always @(posedge clock or negedge resetn)
begin
	if (!resetn)
		ovalid <= 1'b0;
	else
		ovalid <= (|size) || (ovalid && !oready);
end
endmodule
module axis_fifo_ver4 #(parameter integer DATA_WIDTH = 8, ADDR_WIDTH = 4) (
	input wire clock,
	input wire resetn,
	output reg [ADDR_WIDTH-1:0] size,
	input wire [DATA_WIDTH-1:0] idata,
	input wire ivalid,
	output wire iready,
	output wire [DATA_WIDTH-1:0] odata,
	output reg ovalid,
	input wire oready);
reg [ADDR_WIDTH-1:0] raddr;
wire [ADDR_WIDTH-1:0] waddr = raddr + size;
wire renable = (|size) && (!ovalid || oready);
simple_dual_port_ram_reg1 #(.DATA_WIDTH(DATA_WIDTH), .ADDR_WIDTH(ADDR_WIDTH)) ram (
	.wclock(clock),
	.wenable(ivalid && iready),
	.waddr(waddr),
	.wdata(idata),
	.rclock(clock),
	.renable(renable),
	.raddr(raddr),
	.rdata(odata));
always @(posedge clock or negedge resetn)
begin
	if (!resetn)
		size <= 1'b0;
	else if ((ivalid && iready) && !(renable))
		size <= size + 1'b1;
	else if (!(ivalid && iready) && renable)
		size <= size - 1'b1;
end
always @(posedge clock or negedge resetn)
begin
	if (!resetn)
		raddr <= 1'b0;
	else if (renable)
		raddr <= raddr + 1'b1;
end
assign iready = !(&size);
always @(posedge clock or negedge resetn)
begin
	if (!resetn)
		ovalid <= 1'b0;
	else
		ovalid <= (|size) || (ovalid && !oready);
end
endmodule
`default_nettype none
module push_to_axis_ver1 #(parameter integer DATA_WIDTH = 8, ADDR_WIDTH = 4, AFULL_LIMIT = 1 << (ADDR_WIDTH - 1)) (
	input wire clock,
	input wire resetn,
	output reg overflow,
	input wire [DATA_WIDTH-1:0] idata,
	input wire ienable,
	output wire iafull,
	output wire [DATA_WIDTH-1:0] odata,
	output wire ovalid,
	input wire oready);
wire [ADDR_WIDTH-1:0] size;
wire iready;
axis_fifo_ver1 #(.DATA_WIDTH(DATA_WIDTH), .ADDR_WIDTH(ADDR_WIDTH)) axis_fifo_inst (
	.clock(clock),
	.resetn(resetn),
	.size(size),
	.idata(idata),
	.ivalid(ienable),
	.iready(iready),
	.odata(odata),
	.ovalid(ovalid),
	.oready(oready));
assign iafull = (size >= AFULL_LIMIT);
always @(posedge clock or negedge resetn)
begin
	if (!resetn)
		overflow <= 1'b0;
	else if (ienable && !iready)
		overflow <= 1'b1;
end
endmodule
module push_to_axis_ver2 #(parameter integer DATA_WIDTH = 8, ADDR_WIDTH = 4, AFULL_LIMIT = 1 << (ADDR_WIDTH - 1)) (
	input wire clock,
	input wire resetn,
	output reg overflow,
	input wire [DATA_WIDTH-1:0] idata,
	input wire ienable,
	output wire iafull,
	output wire [DATA_WIDTH-1:0] odata,
	output wire ovalid,
	input wire oready);
wire [ADDR_WIDTH-1:0] size;
wire iready;
axis_fifo_ver2 #(.DATA_WIDTH(DATA_WIDTH), .ADDR_WIDTH(ADDR_WIDTH)) axis_fifo_inst (
	.clock(clock),
	.resetn(resetn),
	.size(size),
	.idata(idata),
	.ivalid(ienable),
	.iready(iready),
	.odata(odata),
	.ovalid(ovalid),
	.oready(oready));
assign iafull = (size >= AFULL_LIMIT);
always @(posedge clock or negedge resetn)
begin
	if (!resetn)
		overflow <= 1'b0;
	else if (ienable && !iready)
		overflow <= 1'b1;
end
endmodule
module push_to_axis_ver3 #(parameter integer DATA_WIDTH = 8, ADDR_WIDTH = 4, AFULL_LIMIT = 1 << (ADDR_WIDTH - 1)) (
	input wire clock,
	input wire resetn,
	output reg overflow,
	input wire [DATA_WIDTH-1:0] idata,
	input wire ienable,
	output wire iafull,
	output wire [DATA_WIDTH-1:0] odata,
	output wire ovalid,
	input wire oready);
wire [ADDR_WIDTH-1:0] size;
wire iready;
axis_fifo_ver3 #(.DATA_WIDTH(DATA_WIDTH), .ADDR_WIDTH(ADDR_WIDTH)) axis_fifo_inst (
	.clock(clock),
	.resetn(resetn),
	.size(size),
	.idata(idata),
	.ivalid(ienable),
	.iready(iready),
	.odata(odata),
	.ovalid(ovalid),
	.oready(oready));
assign iafull = (size >= AFULL_LIMIT);
always @(posedge clock or negedge resetn)
begin
	if (!resetn)
		overflow <= 1'b0;
	else if (ienable && !iready)
		overflow <= 1'b1;
end
endmodule
module push_to_axis_ver4 #(parameter integer DATA_WIDTH = 8, ADDR_WIDTH = 4, AFULL_LIMIT = 1 << (ADDR_WIDTH - 1)) (
	input wire clock,
	input wire resetn,
	output reg overflow,
	input wire [DATA_WIDTH-1:0] idata,
	input wire ienable,
	output wire iafull,
	output wire [DATA_WIDTH-1:0] odata,
	output wire ovalid,
	input wire oready);
wire [ADDR_WIDTH-1:0] size;
wire iready;
axis_fifo_ver4 #(.DATA_WIDTH(DATA_WIDTH), .ADDR_WIDTH(ADDR_WIDTH)) axis_fifo_inst (
	.clock(clock),
	.resetn(resetn),
	.size(size),
	.idata(idata),
	.ivalid(ienable),
	.iready(iready),
	.odata(odata),
	.ovalid(ovalid),
	.oready(oready));
assign iafull = (size >= AFULL_LIMIT);
always @(posedge clock or negedge resetn)
begin
	if (!resetn)
		overflow <= 1'b0;
	else if (ienable && !iready)
		overflow <= 1'b1;
end
endmodule
module push_to_axis_ver5 #(parameter integer DATA_WIDTH = 8, ADDR_WIDTH = 4, AFULL_LIMIT = 1 << (ADDR_WIDTH-1)) (
	input wire clock,
	input wire resetn,
	output reg overflow,
	input wire [DATA_WIDTH-1:0] idata,
	input wire ienable,
	output reg iafull,
	output wire [DATA_WIDTH-1:0] odata,
	output reg ovalid,
	input wire oready);
wire wenable = ienable;
reg [ADDR_WIDTH-1:0] waddr;
always @(posedge clock or negedge resetn)
begin
	if (!resetn)
		waddr <= 1'b0;
	else if (wenable)
		waddr <= waddr + 1'b1;
end
wire renable;
reg [ADDR_WIDTH-1:0] raddr;
always @(posedge clock or negedge resetn)
begin
	if (!resetn)
		raddr <= 1'b0;
	else if (renable)
		raddr <= raddr + 1'b1;
end
simple_dual_port_ram_reg1 #(.DATA_WIDTH(DATA_WIDTH), .ADDR_WIDTH(ADDR_WIDTH)) memory (
	.wclock(clock),
	.wenable(wenable),
	.waddr(waddr),
	.wdata(idata),
	.rclock(clock),
	.renable(renable),
	.raddr(raddr),
	.rdata(odata));
wire [ADDR_WIDTH-1:0] size = waddr - raddr;
assign renable = (|size) && (!ovalid || oready);
always @(posedge clock or negedge resetn)
begin
	if (!resetn)
		ovalid <= 1'b0;
	else
		ovalid <= renable || (ovalid && !oready);
end
always @(posedge clock or negedge resetn)
begin
	if (!resetn)
		iafull <= 1'b1;
	else
		iafull <= (size >= AFULL_LIMIT);
end
always @(posedge clock or negedge resetn)
begin
	if (!resetn)
		overflow <= 1'b0;
	else
		overflow <= overflow || ((&size) && wenable && !renable);
end
endmodule
`default_nettype none
module simple_dual_port_ram_reg0 #(parameter integer DATA_WIDTH = 8, ADDR_WIDTH = 4) (
	input wire wclock,
	input wire wenable,
	input wire [ADDR_WIDTH-1:0] waddr,
	input wire [DATA_WIDTH-1:0] wdata,
	input wire [ADDR_WIDTH-1:0] raddr,
	output wire [DATA_WIDTH-1:0] rdata)
	 ;
reg [DATA_WIDTH-1:0] memory [(1<<ADDR_WIDTH)-1:0]
	 ;
always @(posedge wclock)
begin
	if (wenable)
		memory[waddr] <= wdata;
end
assign rdata = memory[raddr];
endmodule
module simple_dual_port_ram_reg1 #(parameter integer DATA_WIDTH = 8, ADDR_WIDTH = 4) (
	input wire wclock,
	input wire wenable,
	input wire [ADDR_WIDTH-1:0] waddr,
	input wire [DATA_WIDTH-1:0] wdata,
	input wire rclock,
	input wire renable,
	input wire [ADDR_WIDTH-1:0] raddr,
	output reg [DATA_WIDTH-1:0] rdata);
reg [DATA_WIDTH-1:0] memory [(1<<ADDR_WIDTH)-1:0] 
	 ;
always @(posedge wclock)
begin
	if (wenable)
		memory[waddr] <= wdata;
end
always @(posedge rclock)
begin
	if (renable)
		rdata <= memory[raddr];
end
endmodule
--- design/flow/run.sh ---
#!/bin/bash
# OpenROAD 26Q1-2900-gdf79404cd8, Yosys 0.63+post, stock flow scripts
make -C /OpenROAD-flow-scripts/flow DESIGN_CONFIG=/design/flow/config.mk WORK_HOME=/design/flow/orfs finish
==> run notes <==
yosys + openroad results -> mapped cell area=5910 sq um, CTS tree=done, yosys simple share=4.09%, Synth Instances=299, worst hold start=overflow, dpl ws=3.20 ns, clock buffer depth=2, vias in the first global route=3,005, Floorplan Utilization=40.8%, layout cells sized above 1=16.7%, Req. time, crit path=7.38 ns, CP startpoint kind=input port, Pleak=2.35 nW, PwrDens=463 nW/um^2, Power Total=3.20 mW, row cnt=44, Cell Type Count=34, crit path from=oready, switching power=0.962 mW, critical path cell sequence=clkdlybuf4s50_1 -> inv_1 -> a21oi_1 -> buf_4 -> inv_1 -> ha_1 -> inv_1 -> ha_1 -> a21o_1 -> a2111oi_0 -> o31ai_1, DP HPWL=6710 microns, Log Warnings=25, YS chip area=5910 sq um, global-route wire length before repair=16,700 microns, PortBufs=22, relative slew slack=36.8%, xor/xnor share of the synthesized area=1.48%, Final Worst Setup Slack=3.60 ns, Setup Fix Bufs, Post-CTS=0, die width=124 microns, synthesized area per cell=19.8 sq um, # H-tree levels=4, hold slack=0.460 ns, # IOs=23, chip area=15,300 sq um, Clk network pwr share=26.6%, ant diodes=0, Setup CP Type=in -> reg, total global-route track usage=16.9%, Min-Delay Path Class=reg -> reg, Post-synth regs=146, slowest stage delay, CP=0.48 ns, Initial DRC Count=128, combinational share of power=32.4%, clock period minus worst slack=3.50 ns, Final ANT Viol Nets=0, Worst Clk Skew=0.00734 ns, largest family of logic cells by area=multiplexers, Sw Share=30.0%, cells in synth_stat.txt=299, wire per inst=20.3 microns, Synth mux share=13.6%, Insertion Delay late pin=0.41 ns, max cap viols=0, most common logic cell in the routed design=edfxtp_1, Internal=2.24 mW, worst-margin pin slew=0.944 ns, slowest stage cell on the critical path=clkdlybuf4s50_1, Top cells excl fill/tap=edfxtp_1 (136), clkdlybuf4s50_1 (22), nand2_1 (20), mux4_2 (19), nor2_1 (19), Crit. End Element=flip-flop, ao+oa area frac=3.20%, CTS Root Cell=clkbuf_16, RSZ-0062 raised after global routing=false, reg2reg start=axis_fifo_inst.raddr[1], WL final=10,900 microns, Adder-Cell Fraction of Synth Area=2.16%, post-cts sizing count=0, CTS Buf Count=17, pin count of the biggest net entering global routing=38, Final Max Slew Viols=0, clock sinks=146, via count=2,835, sequential-to-total area share from yosys stat=73.3%, Worst EP arrival=3.78 ns, Buf+Inv Stages, Crit Path=5, CP Max Fanout=13, Syn. warnings=3, status=finished clean, vias per inst=5.28, CTS clk-pin slew, worst paths=0.05 ns, # DRC=0, f_max=286 MHz, area grow syn2layout=17.1%, VDD IR max=0.000186 V, final hold violation count=0, die height=124 microns, Top delay family on crit path=buffers and inverters, Fin Setup TNS=0 ns, core outline area=14,500 sq um, initial antenna violation count=0, Sequential Power Share=41.0%, crit-path most repeated cell=inv_1, Initial DRT Pass Iterations=4, total grt overflow=0, placer congestion estimate=0.776, period utilization=49.3%, Hold Buf Count CTS=0, Final Setup Violations=0
-- state kept, by name, indices dropped and copies added, names as in the netlist --
register / count
axis_fifo_inst.ovalid: 1
axis_fifo_inst.raddr: 4
axis_fifo_inst.ram.memory: 128
axis_fifo_inst.ram.rdata: 8
axis_fifo_inst.size: 4
overflow: 1
-- cells by family after synthesis --
family          count (synthesis)
flops                         146
simple gates                   54
mux                            35
compound gates                 27
buf+inv                        18
xor+xnor                       10
fa+ha+maj                       9
-- power by group through the flow --
stage	logic [mW]	registers, mW	clock network [mW]
4_1_cts	1.06	1.32	0.867
5_1_grt	1.15	1.34	0.904
6_report	1.04	1.31	0.851
-- stage by stage --
step / utilization, % / area [sq um] / std cells
final: 47.8 / 6920 / 537
after floorplan: - / 5910 / 299
after CTS: 47.8 / 6920 / 537
after global routing: 47.8 / 6920 / 537
after detailed placement: 43.9 / 6360 / 506
after global placement: 43.9 / 6360 / 506
-- area by class of cell --
class	count	area, sq um
clock buffers	25	455
clock inverters	6	106
fillers	1146	7560
inverters	4	15.0
multi-input cells	135	1450
flip-flops and latches	146	4340
well taps	184	230
repair buffers	37	333
-- synth_stat cells --
| master | count | area [sq um] |
|---|---|---|
| and2b_1 | 1 | 7.51 |
| mux4_2 | 19 | 428 |
| a22oi_1 | 16 | 120 |
| buf_6 | 2 | 22.5 |
| inv_1 | 4 | 15.0 |
| nor3_1 | 3 | 15.0 |
| xnor2_1 | 7 | 61.3 |
| nand2_1 | 20 | 75.1 |
| ha_1 | 7 | 87.6 |
| buf_12 | 1 | 20.0 |
| a21oi_1 | 3 | 15.0 |
| o21ai_0 | 3 | 15.0 |
| and4_1 | 1 | 8.76 |
| nor2_1 | 19 | 71.3 |
| dfrtp_1 | 10 | 250 |
| buf_4 | 2 | 15.0 |
| mux4_1 | 13 | 342 |
| nor3b_1 | 1 | 7.51 |
| buf_2 | 3 | 15.0 |
| mux2_2 | 2 | 22.5 |
| clkbuf_1 | 3 | 11.3 |
| nor2b_1 | 1 | 6.26 |
| mux2i_1 | 1 | 10.0 |
| fa_1 | 2 | 40.0 |
| nor4_1 | 1 | 6.26 |
| edfxtp_1 | 136 | 4080 |
| xor2_1 | 3 | 26.3 |
| a21o_1 | 3 | 22.5 |
| a2111oi_0 | 1 | 8.76 |
| clkdlybuf4s25_2 | 3 | 30.0 |
| nand4_1 | 2 | 12.5 |
| o31ai_1 | 1 | 7.51 |
| and3_1 | 1 | 6.26 |
| and2_1 | 4 | 25.0 |
-- final timing paths --
check | endpoint | slack (ns) | cells past startpoint
setup / recovery | axis_fifo_inst.size[3] | 3.60 | 11
hold / removal | overflow | 0.46 | 1
setup reg to reg | axis_fifo_inst.ram.memory[15][0] | 4.22 | 6
hold reg to reg | overflow | 0.46 | 1
max in group asynchronous | axis_fifo_inst.raddr[0] | 5.42 | 1
min in group asynchronous | axis_fifo_inst.size[3] | 1.34 | 1
-- layer usage --
layer,track usage (%),part of all wire (%),wire (microns),vias up
met4,3.92,2.3,255,0
met5,0,0,0,-
met3,7.82,8.0,875,18
met1,24.4,40,4370,1416
met2,25.6,50,5410,101
li1,-,-,-,1300
-- worst reg2reg max path: stages (launching register included) --
cell	delay [ns]
dfrtp_1	0.32
buf_4	0.43
ha_1	0.32
a21o_1	0.17
a21oi_1	0.24
xnor2_1	0.23
nor2_1	0.78
Power is estimated from default activity; no workload was simulated.
