[flow/design.v]
`default_nettype none
module push_to_axis_ver1 #(parameter integer DATA_WIDTH = 8, ADDR_WIDTH = 4, AFULL_LIMIT = 1 << (ADDR_WIDTH - 1)) (
	input wire clock,
	input wire resetn,
	output reg overflow,
	input wire [DATA_WIDTH-1:0] idata,
	input wire ienable,
	output wire iafull,
	output wire [DATA_WIDTH-1:0] odata,
	output wire ovalid,
	input wire oready);
wire [ADDR_WIDTH-1:0] size;
wire iready;
axis_fifo_ver1 #(.DATA_WIDTH(DATA_WIDTH), .ADDR_WIDTH(ADDR_WIDTH)) axis_fifo_inst (
	.clock(clock),
	.resetn(resetn),
	.size(size),
	.idata(idata),
	.ivalid(ienable),
	.iready(iready),
	.odata(odata),
	.ovalid(ovalid),
	.oready(oready));
assign iafull = (size >= AFULL_LIMIT);
always @(posedge clock or negedge resetn)
begin
	if (!resetn)
		overflow <= 1'b0;
	else if (ienable && !iready)
		overflow <= 1'b1;
end
endmodule
module push_to_axis_ver2 #(parameter integer DATA_WIDTH = 8, ADDR_WIDTH = 4, AFULL_LIMIT = 1 << (ADDR_WIDTH - 1)) (
	input wire clock,
	input wire resetn,
	output reg overflow,
	input wire [DATA_WIDTH-1:0] idata,
	input wire ienable,
	output wire iafull,
	output wire [DATA_WIDTH-1:0] odata,
	output wire ovalid,
	input wire oready);
wire [ADDR_WIDTH-1:0] size;
wire iready;
axis_fifo_ver2 #(.DATA_WIDTH(DATA_WIDTH), .ADDR_WIDTH(ADDR_WIDTH)) axis_fifo_inst (
	.clock(clock),
	.resetn(resetn),
	.size(size),
	.idata(idata),
	.ivalid(ienable),
	.iready(iready),
	.odata(odata),
	.ovalid(ovalid),
	.oready(oready));
assign iafull = (size >= AFULL_LIMIT);
always @(posedge clock or negedge resetn)
begin
	if (!resetn)
		overflow <= 1'b0;
	else if (ienable && !iready)
		overflow <= 1'b1;
end
endmodule
module push_to_axis_ver3 #(parameter integer DATA_WIDTH = 8, ADDR_WIDTH = 4, AFULL_LIMIT = 1 << (ADDR_WIDTH - 1)) (
	input wire clock,
	input wire resetn,
	output reg overflow,
	input wire [DATA_WIDTH-1:0] idata,
	input wire ienable,
	output wire iafull,
	output wire [DATA_WIDTH-1:0] odata,
	output wire ovalid,
	input wire oready);
wire [ADDR_WIDTH-1:0] size;
wire iready;
axis_fifo_ver3 #(.DATA_WIDTH(DATA_WIDTH), .ADDR_WIDTH(ADDR_WIDTH)) axis_fifo_inst (
	.clock(clock),
	.resetn(resetn),
	.size(size),
	.idata(idata),
	.ivalid(ienable),
	.iready(iready),
	.odata(odata),
	.ovalid(ovalid),
	.oready(oready));
assign iafull = (size >= AFULL_LIMIT);
always @(posedge clock or negedge resetn)
begin
	if (!resetn)
		overflow <= 1'b0;
	else if (ienable && !iready)
		overflow <= 1'b1;
end
endmodule
module push_to_axis_ver4 #(parameter integer DATA_WIDTH = 8, ADDR_WIDTH = 4, AFULL_LIMIT = 1 << (ADDR_WIDTH - 1)) (
	input wire clock,
	input wire resetn,
	output reg overflow,
	input wire [DATA_WIDTH-1:0] idata,
	input wire ienable,
	output wire iafull,
	output wire [DATA_WIDTH-1:0] odata,
	output wire ovalid,
	input wire oready);
wire [ADDR_WIDTH-1:0] size;
wire iready;
axis_fifo_ver4 #(.DATA_WIDTH(DATA_WIDTH), .ADDR_WIDTH(ADDR_WIDTH)) axis_fifo_inst (
	.clock(clock),
	.resetn(resetn),
	.size(size),
	.idata(idata),
	.ivalid(ienable),
	.iready(iready),
	.odata(odata),
	.ovalid(ovalid),
	.oready(oready));
assign iafull = (size >= AFULL_LIMIT);
always @(posedge clock or negedge resetn)
begin
	if (!resetn)
		overflow <= 1'b0;
	else if (ienable && !iready)
		overflow <= 1'b1;
end
endmodule
module push_to_axis_ver5 #(parameter integer DATA_WIDTH = 8, ADDR_WIDTH = 4, AFULL_LIMIT = 1 << (ADDR_WIDTH-1)) (
	input wire clock,
	input wire resetn,
	output reg overflow,
	input wire [DATA_WIDTH-1:0] idata,
	input wire ienable,
	output reg iafull,
	output wire [DATA_WIDTH-1:0] odata,
	output reg ovalid,
	input wire oready);
wire wenable = ienable;
reg [ADDR_WIDTH-1:0] waddr;
always @(posedge clock or negedge resetn)
begin
	if (!resetn)
		waddr <= 1'b0;
	else if (wenable)
		waddr <= waddr + 1'b1;
end
wire renable;
reg [ADDR_WIDTH-1:0] raddr;
always @(posedge clock or negedge resetn)
begin
	if (!resetn)
		raddr <= 1'b0;
	else if (renable)
		raddr <= raddr + 1'b1;
end
simple_dual_port_ram_reg1 #(.DATA_WIDTH(DATA_WIDTH), .ADDR_WIDTH(ADDR_WIDTH)) memory (
	.wclock(clock),
	.wenable(wenable),
	.waddr(waddr),
	.wdata(idata),
	.rclock(clock),
	.renable(renable),
	.raddr(raddr),
	.rdata(odata));
wire [ADDR_WIDTH-1:0] size = waddr - raddr;
assign renable = (|size) && (!ovalid || oready);
always @(posedge clock or negedge resetn)
begin
	if (!resetn)
		ovalid <= 1'b0;
	else
		ovalid <= renable || (ovalid && !oready);
end
always @(posedge clock or negedge resetn)
begin
	if (!resetn)
		iafull <= 1'b1;
	else
		iafull <= (size >= AFULL_LIMIT);
end
always @(posedge clock or negedge resetn)
begin
	if (!resetn)
		overflow <= 1'b0;
	else
		overflow <= overflow || ((&size) && wenable && !renable);
end
endmodule
`default_nettype none
module simple_dual_port_ram_reg0 #(parameter integer DATA_WIDTH = 8, ADDR_WIDTH = 4) (
	input wire wclock,
	input wire wenable,
	input wire [ADDR_WIDTH-1:0] waddr,
	input wire [DATA_WIDTH-1:0] wdata,
	input wire [ADDR_WIDTH-1:0] raddr,
	output wire [DATA_WIDTH-1:0] rdata)
	 ;
reg [DATA_WIDTH-1:0] memory [(1<<ADDR_WIDTH)-1:0]
	 ;
always @(posedge wclock)
begin
	if (wenable)
		memory[waddr] <= wdata;
end
assign rdata = memory[raddr];
endmodule
module simple_dual_port_ram_reg1 #(parameter integer DATA_WIDTH = 8, ADDR_WIDTH = 4) (
	input wire wclock,
	input wire wenable,
	input wire [ADDR_WIDTH-1:0] waddr,
	input wire [DATA_WIDTH-1:0] wdata,
	input wire rclock,
	input wire renable,
	input wire [ADDR_WIDTH-1:0] raddr,
	output reg [DATA_WIDTH-1:0] rdata);
reg [DATA_WIDTH-1:0] memory [(1<<ADDR_WIDTH)-1:0] 
	 ;
always @(posedge wclock)
begin
	if (wenable)
		memory[waddr] <= wdata;
end
always @(posedge rclock)
begin
	if (renable)
		rdata <= memory[raddr];
end
endmodule
[flow/run.sh]
#!/bin/bash
# OpenROAD 26Q1-2900-gdf79404cd8, Yosys 0.63+post, stock flow scripts
make -C /OpenROAD-flow-scripts/flow DESIGN_CONFIG=/design/flow/config.mk WORK_HOME=/design/flow/orfs finish
[flow/config.mk]
export PLATFORM = sky130hd
export DESIGN_NAME = push_to_axis_ver5
export DESIGN_NICKNAME = push_to_axis_ver5
export VERILOG_FILES = /design/flow/design.v
export SDC_FILE = /design/flow/constraint.sdc
export NUM_CORES = 4
export LEC_CHECK = 1
export CORE_UTILIZATION = 30
[flow/constraint.sdc]
current_design push_to_axis_ver5

set clk_period 5.2
set clk_io_pct 0.2

create_clock -name clk0 -period $clk_period [get_ports {clock}]

set non_clock_inputs [all_inputs -no_clocks]
set_input_delay [expr $clk_period * $clk_io_pct] -clock clk0 $non_clock_inputs
set_output_delay [expr $clk_period * $clk_io_pct] -clock clk0 [all_outputs]
==> run notes <==
yosys + openroad results -> final setup vio count 0, combined buffer and inverter count along the critical path 1, overflow left after global routing 0, most common logic cell in the routed design edfxtp_1, number of buffers inserted during clock tree synthesis 17, Post-Route Hold Slack 0.4546 ns, TritonCTS Sinks 147, most frequently used flop master after synthesis edfxtp_1, Worst Path Max Fanout 18, most instantiated logic cells after routing 136 x edfxtp_1, 32 x mux2i_1, 22 x clkdlybuf4s50_1, number of diodes added for antenna fixing 0, hold path depth 1, maximum number of pins on one net before global-route repair 36, library cell used as clock root buffer clkbuf_16, worst reg2reg path endpoint raddr[1], Reg2Reg Launch Point raddr[0], Crit path required time 5.49 ns, Critical-path top delay cell dfrtp_2, nature of the critical path endpoint flop, Max Slew Vio Count 0, largest cells by area after synthesis edfxtp_1 69%, mux4_2 6.1%, mux2i_1 5.4%, dfrtp_1 4.2%, a221oi_1 2.4%, number of maximum-capacitance constraint violations 0, Synth Cell Area 0.005903 mm^2, Post-Route WL 11,630 um, max-slew headroom at the worst pin 0.4715, post-detailed-route DRC marker count 0, hold path startpoint overflow, number of cells on the worst reg-to-reg path 7, dpl cell area 0.006399 mm^2, Clock transition at path regs 0.06 ns, post-synthesis async set-or-reset flop share 0.07483, register share after synthesis 0.7387, Total Negative Setup Slacks 0 ns, IO buf count 22, average wire length per cell after detail routing 18.58 um, Startpoint Class flop, family with the most delay on the worst path flip-flops, worst voltage drop across the vdd grid 0.0002898 V, Syn Area/Cell 18.16 um^2, number of cells in the yosys synthesis report 325, final instance area 0.007018 mm^2, top area contributor share 0.6918, count of different cell masters after synthesis 35, overall die height 142.3 um, kind of path behind the tightest hold check reg -> reg, R2R Setup Slk 2.52 ns, chip area in the Yosys report 0.005903 mm^2, Chip Area 0.02024 mm^2, number of post-CTS setup repair buffers 0, WS Path Type reg -> reg, Cell Pwr Density 583.7 mW/mm^2, GRT Overall Usage 0.1310, number of antenna violations at the first check in global routing 0, leakage component of the power 2.361 nW, Post-DRT Antenna Nets 0, Pwr Total 0.004097 W, share of the clock period used by the worst path 0.5160, number of buffers between clock root and the deepest sink 2, worst slew pin tran 0.7898 ns, TritonCTS clock tree done, Final Critical Period 2.683 ns, outcome complete, no violations, unrepaired setup endpoints after global routing no, fraction of final layout cells with drive strength greater than 1 0.1503, routability congestion estimate 0.9582, Hold Vio Cnt, Final 0, number of top-level pins 23, non-filler instance count after layout 626, Worst EP arrival 2.98 ns, Horiz. Die Dim 142.3 um, Detailed Routing Iterations Pass 1 4, Placed Cells incl. Taps 595, Area growth, synth to finish 18.89%, Setup Skew 0.005634 ns, number of flops mapped to enable cells by yosys 136, wire length of the first global-routing pass 17,900 um, ratio of routed vias to standard cells 4.740, critical path cell sequence ha_1 -> inv_1 -> fa_1 -> xor2_1 -> nor3b_2 -> a31oi_4 -> mux2_2, number of global-route vias before repair 3,060, via count of the routed design 2,967, number of hold-repair buffers added at the cts stage 0, placeable core region 0.01902 mm^2, number of warnings in the stage logs 28, number of storage elements in the synthesis netlist 147, starting DRC count in detailed routing 260, number of warnings printed during yosys synthesis 2, initial standard-cell utilization of the core 0.3104, Placement Rows 50, cell type with the largest total area edfxtp_1, detailed placement HPWL 7692 um, Latency at later pin 0.41 ns, highest clock frequency the design can meet 372.7 MHz, post-cts repair resize count 0, delay of the slowest cell on the worst path 0.74 ns, Gate Count Post-Synth 325, H-tree Lvls 4, hold path endpoint overflow
how the worst max path moves through the flow:
| stage | start | to | slack [ns] | cells past startpoint |
|---|---|---|---|---|
| CTS | raddr[0] | raddr[1] | 2.45 | 7 |
| global route | raddr[0] | raddr[1] | 2.26 | 7 |
| finish | raddr[0] | raddr[1] | 2.52 | 7 |
kinds of logic after synthesis:
family          Yosys count  synth area share
flops                   147            0.7387
mux                      49            0.1172
simple gates             49           0.04027
compound gates           39           0.05214
buf+inv                  24           0.01950
fa+ha+maj                 9           0.02035
xor+xnor                  8           0.01187
layout make-up:
| cell class | count | area [um^2] |
|---|---|---|
| repair buffers | 27 | 257.7 |
| fillers | 1744 | 12000 |
| multi-input cells | 154 | 1428 |
| clock inverters | 13 | 190.2 |
| well taps | 260 | 325.3 |
| inverters | 7 | 26.28 |
| flip-flops and latches | 147 | 4362 |
| clock buffers | 18 | 429.2 |
Yosys cell counts, types with 4 or more instances:
| library cell | instances |
|---|---|
| o21ai_0 | 9 |
| a22oi_1 | 8 |
| mux4_2 | 16 |
| mux2i_1 | 32 |
| nand2_1 | 18 |
| xor2_1 | 4 |
| dfrtp_1 | 10 |
| nand2b_1 | 5 |
| ha_1 | 8 |
| buf_2 | 8 |
| nor2_1 | 15 |
| a221oi_1 | 16 |
| clkbuf_1 | 5 |
| xnor2_1 | 4 |
| edfxtp_1 | 136 |
| inv_1 | 6 |
routing by layer:
metal  global-route usage  vias to the layer above  share of wire
met1               0.1790                     1444           0.41
met3              0.09219                       13           0.14
li1                     -                     1351              -
met5                    0                        -              0
met4              0.01868                        0          0.015
met2               0.1816                      159           0.43
stage by stage:
stage / utilization / setup WS (ns)
6_report: 0.3690 / 2.517
5_1_grt: 0.3690 / 2.261
4_1_cts: 0.3690 / 2.453
3_5_place_dp: 0.3364 / 2.192
3_3_place_gp: 0.3364 / 2.277
2_1_floorplan: - / 2.514
sequential cells by signal, summed over array words and instances (netlist names):
signal         count
iafull             1
memory.memory    128
memory.rdata       8
ovalid             1
overflow           1
raddr              4
waddr              4
worst register-to-register path, cell delays in order (launching register included):
cell	delay, ns
dfrtp_2	0.74
ha_1	0.26
inv_1	0.05
fa_1	0.37
xor2_1	0.21
nor3b_2	0.11
a31oi_4	0.43
mux2_2	0.39
power by group:
part / total, W / switching (W) / internal, W
clock network: 0.00127 / 0.000433 / 0.000838
registers: 0.00164 / 0.000133 / 0.00151
logic: 0.00118 / 0.000656 / 0.000527
Power is estimated from default activity; no workload was simulated.
