==> ./design.v <==
`default_nettype none
module axis_counter #(parameter integer WIDTH = 8) (
	input wire clock,
	input wire resetn,
	output reg [WIDTH-1:0] odata,
	output wire ovalid,
	input wire oready);
assign ovalid = 1'b1;
always @(posedge clock or negedge resetn)
begin
	if (!resetn)
		odata <= 1'b0;
	else if (oready)
		odata <= odata + 1'b1;
end
endmodule
module axis_throttle #(parameter integer WIDTH = 8, DELAY = 2) (
	input wire clock,
	input wire resetn,
	input wire [WIDTH-1:0] idata,
	input wire ivalid,
	output wire iready,
	output wire [WIDTH-1:0] odata,
	output wire ovalid,
	input wire oready);
localparam integer DELAY_WIDTH = $clog2(DELAY - 1);
reg [DELAY_WIDTH:0] delay;
always @(posedge clock or negedge resetn)
begin
	if (!resetn)
		delay <= DELAY - 2;
	else if (delay[DELAY_WIDTH])
		delay <= DELAY - 2;
	else
		delay <= delay - 1'b1;
end
assign ovalid = ivalid && delay[DELAY_WIDTH];
assign iready = oready && delay[DELAY_WIDTH];
assign odata = idata;
endmodule
module axis_small_fifo #(parameter integer WIDTH = 8, SIZE = 3, SIZE_WIDTH = $clog2(SIZE + 1)) (
	input wire clock,
	input wire resetn,
	output reg [SIZE_WIDTH-1:0] size,
	input wire [WIDTH-1:0] idata,
	input wire ivalid,
	output reg iready,
	output reg [WIDTH-1:0] odata,
	output reg ovalid,
	input wire oready);
integer i;
wire itransfer = ivalid && iready;
wire otransfer = ovalid && oready;
wire [SIZE_WIDTH-1:0] size2 = size - otransfer;
wire [SIZE_WIDTH-1:0] size3 = size2 + itransfer;
always @(posedge clock or negedge resetn)
begin
	if (!resetn)
	begin
		size <= 1'b0;
		iready <= 1'b0;
		ovalid <= 1'b0;
	end
	else
	begin
		size <= size3;
		iready <= size3 < SIZE;
		ovalid <= size3 > 0;
	end
end
reg [WIDTH-1:0] buffer [1:SIZE-1];
always @(posedge clock)
begin
	if (itransfer)
	begin
		buffer[1] <= idata;
		for (i = 2; i < SIZE; i = i + 1)
			buffer[i] <= buffer[i - 1];
	end
end
reg [WIDTH-1:0] buffer2 [0:SIZE];  
always @(*)	 
begin
	buffer2[0] <= idata;
	for (i = 1; i < SIZE; i = i + 1)
		buffer2[i] <= buffer[i];
	buffer2[SIZE] <= odata;
end
always @(posedge clock)
begin
	odata <= buffer2[size2];
end
endmodule
module push_to_axis #(parameter integer WIDTH = 8) (
	input wire clock,
	input wire resetn,
	output reg overflow,
	input wire [WIDTH-1:0] idata,
	input wire ienable,
	output wire [WIDTH-1:0] odata,
	output wire ovalid,
	input wire oready);
assign ovalid = ienable;
assign odata = idata;
always @(posedge clock or negedge resetn)
begin
	if (!resetn)
		overflow <= 1'b0;
	else
		overflow <= (ienable && !oready) || overflow;
end
endmodule
==> ./run.sh <==
#!/bin/bash
# OpenROAD 26Q1-2900-gdf79404cd8, Yosys 0.63+post, stock flow scripts
make -C /OpenROAD-flow-scripts/flow DESIGN_CONFIG=/design/flow/config.mk WORK_HOME=/design/flow/orfs finish
==> ./config.mk <==
export PLATFORM = sky130hd
export DESIGN_NAME = axis_small_fifo
export DESIGN_NICKNAME = axis_small_fifo
export VERILOG_FILES = /design/flow/design.v
export SDC_FILE = /design/flow/constraint.sdc
export NUM_CORES = 4
export LEC_CHECK = 1
export CORE_AREA = 10 10 113 113
export DIE_AREA = 0 0 123 123
==> ./constraint.sdc <==
current_design axis_small_fifo

set clk_period 2.6
set clk_io_pct 0.2

create_clock -name clk0 -period $clk_period [get_ports {clock}]

set non_clock_inputs [all_inputs -no_clocks]
set_input_delay [expr $clk_period * $clk_io_pct] -clock clk0 $non_clock_inputs
set_output_delay [expr $clk_period * $clk_io_pct] -clock clk0 [all_outputs]
==> deck_impl_summary.md <==
Run Summary

Critical path
  • Maximum fanout along the worst path: 8
  • WS Path Type: in -> reg
  • Nature of the critical path startpoint: input port
  • Arrival time at the worst endpoint: 1.90 ns
  • Worst reg2reg path depth: 4
  • Required time at the worst-slack endpoint: 2.54 ns
  • Critical path capture point type: flip-flop
  • Setup slack of the most critical reg-to-reg path: 0.88 ns

Power
  • VDD IR max: around 360 uV
  • Relative contribution of sequential cells to total power: 38.7%
  • Leakage component of the power: 0.000618 uW
  • Net load switching power: around 530 uW
  • Switching power as a share of total power: a little over a quarter
  • Overall power: between 1500 and 2000 uW
  • Relative contribution of the clock network to total power: between 10% and 20%
  • Pwr dens: between 1000 and 1500 nW/um^2
  • Comb pwr share: ~44%
  • Pint: 1410 uW

Clock tree
  • Sink Count: 28
  • Clock root cell: clkbuf_8
  • Post-CTS setup repair buffer count: 0
  • Hold_buf cts: 0
  • Number of instances resized during post-cts repair: 0
  • Total number of H-tree levels: 1
  • Clock Path Buffers: 2
  • TritonCTS clock tree: yes
  • Clock-pin slew reported for the worst setup and hold paths after clock tree synthesis: roughly 0.090 ns
  • Clock Latency Late Sink: between 0.2 and 0.3 ns
  • Clock buffers created by TritonCTS: 3

Global route
  • Initial antenna violation count: 0
  • Number of global-route vias before repair: a little over 600
  • Global-route wire length before repair: approximately 3500 microns
  • Total routing usage reported by global routing: 3.10%
  • Total congestion overflow after global routing: 0
  • Pin count of the biggest net entering global routing: 17

Floorplan
  • IO Count: 24
  • Overall chip area: roughly 15000 sq um
  • Share of the core filled by cells before placement: about 12%
  • Core area: between 10000 and 15000 sq um
  • Chip Height: 123 microns
  • Width of the chip: 123 microns
  • Number of placement rows: 37

Route
  • DR vias/cell: around 2.7
  • Count of inserted antenna diode cells: 0
  • Post-detailed-routing wire length: 2380 microns
  • Routed vias: 627
  • DRC violation count after routing: 0
  • Count of routing violations after the opening detailed-route iteration: 29
  • Mean routed wirelength per cell: approximately 10 microns
  • Final antenna-violating net count: 0
  • Number of search-and-repair iterations in the first detailed-routing pass: 3

Run status
  • Result of the run: finished, final reports clean

Yosys
  • Average instance area after synthesis: ~18 sq um
  • Gate Count Post-Synth: between 60 and 70
  • Cell type with the highest aggregate area in the netlist: edfxtp_1
  • Tally of yosys warning messages: 3
  • Largest type area fraction: 60.7%
  • Cell types with the largest area share after synthesis: edfxtp_1, mux2i_1, dfrtp_1, buf_6, and2_1
  • Synthesized registers: 28
  • Cell area after synthesis: ~1200 sq um
  • Cell Type Count: 14
  • Total cells reported by yosys after synthesis: roughly 67
  • Area of the synthesized netlist per yosys stat: 1190 sq um
  • Sequential element share of the synthesized area: 69.1%

Placement
  • HPWL after detailed placement: about 1900 microns
  • Placer Congestion: between 0.6 and 0.7
  • Dpl cell area: ~1600 sq um
  • Count of buffers from port buffering: 23

Min path
  • Hold WC Path Type: in -> async

Final timing
  • Slew Limit Fails: 0
  • Fmax achieved: ~500 MHz
  • Final Hold Fails: 0
  • Final critical delay including setup and external delays: approximately 2.0 ns
  • Slew @ Worst Pin: about 0.41 ns
  • Final-report setup violation count: 0
  • Setup skew after layout: roughly 0.0079 ns
  • Total Negative Setup Slacks: 0 ns
  • RSZ-0062 raised after global routing: false
  • Fin crit share: 75.4%
  • Relative slew margins: between 70% and 80%

Finish
  • # fillers: roughly 1100
  • Signed area change from the synthesized netlist to the final layout: 41.1%
  • Design Area, Final: roughly 1700 sq um
  • Fraction of final layout cells sized beyond drive strength 1: between 10% and 20%

Flow run
  • Count of warning messages emitted by the tools: 25
  • Max-Cap Viols: 0
## worst max-delay path, cell delays in order
cell             delay (ns)
clkdlybuf4s50_1        0.40
and2_1                 0.14
ha_1                   0.18
xor2_1                 0.34
nand2b_1               0.33
## worst paths after layout
| path | from | endpoint |
|---|---|---|
| min | resetn | size[0]$_DFF_PN0_ |
| max in group asynchronous | resetn | ovalid$_DFF_PN0_ |
| min in group clk0 | buffer[1][2]$_DFFE_PP_ | buffer[2][2]$_DFFE_PP_ |
| max reg2reg | ovalid$_DFF_PN0_ | odata[1]$_DFFE_PP_ |
| min reg2reg | buffer[1][2]$_DFFE_PP_ | buffer[2][2]$_DFFE_PP_ |
| max | oready | odata[1]$_DFFE_PP_ |
## cells in the final DEF, fill, tap and decap left out, types with 3 or more instances in the layout
cell type	instances
clkdlybuf4s50_1	23
dfrtp_1	4
edfxtp_1	24
buf_4	4
clkbuf_8	3
mux2i_1	24
and2_1	3
## per-stage QoR
stage / cells / worst slack (ns) / hold WS, ns / utilization (%)
2_1_floorplan: 67 / 0.776 / 0.224 / -
3_3_place_gp: 228 / 0.380 / 0.430 / 15.5
3_5_place_dp: 228 / 0.325 / 0.433 / 15.5
4_1_cts: 232 / 0.604 / 0.440 / 16.2
5_1_grt: 232 / 0.518 / 0.435 / 16.2
6_report: 232 / 0.638 / 0.435 / 16.2
## cell usage after synthesis
library cell / count
mux2i_1: 24
nand2b_1: 1
xor2_1: 1
nand3_1: 1
buf_6: 3
a21bo_1: 1
xnor2_1: 1
ha_1: 1
dfrtp_1: 4
edfxtp_1: 24
inv_1: 1
and2_1: 3
mux2_2: 1
nand3b_1: 1
## power groups by stage
stage / Sequential (uW) / Combinational, uW / Clock (uW)
CTS: 756 / 886 / 343
global route: 770 / 943 / 359
finish: 752 / 856 / 333
## cell type report
class | count | area, sq um | share of cell area (%)
flip-flops and latches | 28 | 821 | 49.0
multi-input cells | 35 | 329 | 19.6
repair buffers | 28 | 280 | 16.7
well taps | 136 | 170 | 10.2
clock buffers | 3 | 41.3 | 2.46
clock inverters | 1 | 30.0 | 1.79
inverters | 1 | 3.75 | 0.224
## cell families after synthesis
family / count (synthesis) / share of synthesized area (%)
buffers and inverters: 4 / 3.16
flip-flops: 28 / 69.1
adder cells (fa/ha/maj): 1 / 1.05
AND-OR/OR-AND: 1 / 0.843
AND/OR/NAND/NOR: 6 / 3.16
multiplexers: 25 / 21.2
XOR/XNOR: 2 / 1.48
## state kept, by name, indices dropped and copies added, names as in the netlist
signal and count:
buffer 16, iready 1, odata 8, ovalid 1, size 2
## routing by layer
layer	vias up	share of wire [%]	GRT usage, %
met2	18	41	4.38
met4	0	0.59	0.218
met1	298	48	4.24
met5	-	0	0
met3	2	10	1.80
li1	309	-	-
Power and IR drop assume default switching activity.
